### flow/design.v
module Instruction_memory(clk,read_address, instruction);
output  [31:0] instruction;
reg   [31:0] instruction;
input [31:0] read_address;
input clk;
reg [7:0] registers [255:0];
initial registers[0] = 8'b1010_1100;
initial registers[1] = 8'b0000_1010;
initial registers[2] = 8'b0000_0000;
initial registers[3] = 8'b0000_1010;
always @(posedge clk)
begin
instruction[31:24] <= registers[read_address][7:0];
instruction[23:16] <= registers[read_address+1][7:0];
instruction[15:8] <= registers[read_address+2][7:0];
instruction[7:0] <= registers[read_address+3][7:0];
end
endmodule
### flow/run.sh
#!/bin/bash
# OpenROAD 26Q1-2900-gdf79404cd8, Yosys 0.63+post, stock flow scripts
make -C /OpenROAD-flow-scripts/flow DESIGN_CONFIG=/design/flow/config.mk WORK_HOME=/design/flow/orfs finish
### flow/config.mk
export PLATFORM = sky130hd
export DESIGN_NAME = Instruction_memory
export DESIGN_NICKNAME = Instruction_memory
export VERILOG_FILES = /design/flow/design.v
export SDC_FILE = /design/flow/constraint.sdc
export NUM_CORES = 4
export LEC_CHECK = 1
export CORE_AREA = 10 10 70 70
export DIE_AREA = 0 0 80 80
### flow/constraint.sdc
current_design Instruction_memory

set clk_period 1.0
set clk_io_pct 0.2

create_clock -name clk0 -period $clk_period [get_ports {clk}]

set non_clock_inputs [all_inputs -no_clocks]
set_input_delay [expr $clk_period * $clk_io_pct] -clock clk0 $non_clock_inputs
set_output_delay [expr $clk_period * $clk_io_pct] -clock clk0 [all_outputs]
==> run summary <==
Clock power frac = 0.404
Yosys warning count = 1
Finished Core Util = 0.173
Pwr Density = 1450 nW/um2
WP data arrival = 0.76 ns
Fin. Hold Viols = 0
Die Y = 80 um
Combinational group share of total power = 0.091
Half-perimeter wire length after detailed placement = 757 um
RSZ-0062 raised after global routing = no
Vias/cell = 2.37
Seq pwr share = 0.505
Initial antenna violation count = 0
Total power = 0.857 mW
Ys cells = 42
Post-synthesis sequential area ratio = 0.479
Peak supply drop = 0.266 mV
FP Rows = 21
Worst path max stage delay = 0.34 ns
Logic area = 90.1 um2
I/O Buffers = 22
Inst Count DP = 100
FMAX = 1040 MHz
Core Box Area = 3420 um2
Sw Share = 0.182
Outcome = completed
Required @ worst endpoint = 0.80 ns
Cell-internal power = 0.701 mW
Hold WC Path Type = input port to flip-flop
Inserted Diodes = 0
Final wirelength = 848 um
Most frequent cells in the layout = conb_1, clkdlybuf4s15_1, dfxtp_2
Crit Path Class = flip-flop to output port
Yosys stat area = 418 um2
Detailed-route via count = 246
Synth cell types = 10
Antenna Nets Post-Route = 0
Final setup margin = 0.0371 ns
Register area = 210 um2
Num ports = 65
Initial drt markers = 10
Final worst path period share = 0.963
Synth Register Bits = 10
Slowest stage cell on the critical path = dfxtp_2
Routability Congestion = 0.653
Gate Count Post-Synth = 42
Area of the mapped netlist = 418 um2
Synth-to-Final Area Change = 41.6%
Fill count = 392
Post-Layout Cell Count = 104
Tool warning count = 55
Switch Pwr = 0.156 mW
Largest net degree at the start of global routing = 9
Vias in the first global route = 258
Floorplan core density = 0.122
Crit path max fanout = 3
Routed len/inst = 8.15 um
Final setup violating endpoints = 0
Share of cells above drive strength 1 = 0.362
Startpoint type of the worst setup path = flip-flop
Worst-path cell chain = clkdlybuf4s15_1
Max reg flops = 10
Syn Area/Cell = 9.95 um2
Congestion Overflow GR = 0
Post-place setup slack = -0.103 ns
First-pass GRT wire length = 1.19 mm
Max-slew violations = 0
Clk slew on worst S/H paths = 0.06 ns
Total CTS buffers = 3
Biggest register = instruction
Buffers and inverters on the worst path = 1
Overall die width = 80 um
Crit path max-delay family = flip-flops
DRT Pass-1 Iters = 2
Crit path time final = 0.963 ns
CTS tree = done
GR Util All Layers = 0.0212
Biggest regs = instruction: 10 flops
CP endpoint kind = output port
Remaining DRCs = 0
Htree depth = 1
CTS max path bufs = 2
Leakage dissipation = 0.271 nW
CTS root buf = clkbuf_4
Die area = 6400 um2
Max-cap viol count = 0
Clock sinks = 10
power by group through the flow:
stage | Combinational [mW] | Sequential (mW) | Clock, mW
after global routing | 0.0894 | 0.436 | 0.383
after CTS | 0.0891 | 0.432 | 0.349
final | 0.0779 | 0.433 | 0.346
Yosys cell counts:
library cell  instances  area, um2
conb_1                1       3.75
nor2b_1               2       12.5
nand2_1               1       3.75
buf_4                22        165
dfxtp_1              10        200
nor2_1                1       3.75
inv_1                 1       3.75
and2_1                1       6.26
nand2b_1              2       12.5
or2_1                 1       6.26
per-stage QoR:
stage	cell area, um2	TNS (ns)	hold WS [ns]
after global placement	579	-0.316	0.733
after floorplan	459	0	0.228
final	592	0	0.476
after detailed placement	579	-0.439	0.743
after global routing	592	0	0.490
after CTS	618	0	0.471
kinds of logic after synthesis:
logic type | synth area share
buf+inv | 0.404
flops | 0.479
other cells | 0.00897
simple gates | 0.108
path summary, 6_finish.rpt:
check	start	end	depth (start not counted)
setup / recovery	instruction[21]	instruction[23]	1
hold / removal	read_address[0]	instruction[3]	2
cell type report:
cell class,instances,area share
clock buffers,4,0.0613
inverters,1,0.00634
multi-input cells,20,0.152
flip-flops and latches,10,0.355
well taps,46,0.0973
repair buffers,23,0.328
repair_timing:
item / 4_1_cts / 5_1_grt
setup buffers: 1 / 0
resized: 46 / 11
setup endpoints to repair: 20 / 11
hold buffers: 0 / 0
layer usage:
| layer | wire length (um) | GRT usage | part of all wire | vias up |
|---|---|---|---|---|
| met3 | 140 | 0.0102 | 0.17 | 2 |
| met2 | 392 | 0.0329 | 0.46 | 19 |
| met5 | 0 | 0 | 0 | - |
| li1 | - | - | - | 122 |
| met4 | 15 | 0.00880 | 0.018 | 0 |
| met1 | 299 | 0.0244 | 0.35 | 103 |
Power is estimated from default activity; no workload was simulated.
