`design/flow/run.sh`:
```
#!/bin/bash
# OpenROAD 26Q1-2900-gdf79404cd8, Yosys 0.63+post, stock flow scripts
make -C /OpenROAD-flow-scripts/flow DESIGN_CONFIG=/design/flow/config.mk WORK_HOME=/design/flow/orfs finish
```
`design/flow/constraint.sdc`:
```
current_design ALU

set clk_period 2.1
set clk_io_pct 0.2

create_clock -name clk0 -period $clk_period

set non_clock_inputs [all_inputs -no_clocks]
set_input_delay [expr $clk_period * $clk_io_pct] -clock clk0 $non_clock_inputs
set_output_delay [expr $clk_period * $clk_io_pct] -clock clk0 [all_outputs]
```
`design/flow/config.mk`:
```
export PLATFORM = sky130hd
export DESIGN_NAME = ALU
export DESIGN_NICKNAME = ALU
export VERILOG_FILES = /design/flow/design.v
export SDC_FILE = /design/flow/constraint.sdc
export NUM_CORES = 4
export LEC_CHECK = 1
export CORE_UTILIZATION = 40
```
`design/flow/design.v`:
```
module ALU(clk,in1,in2,out,aluop,zeroflag);
input clk;
input[31:0] in1;
input[31:0] in2;
input[2:0] aluop;
output reg [31:0] out;
output reg zeroflag;
always @(*)
begin
if(in1==in2)
zeroflag=1;
else
zeroflag=0;
case(aluop)
0:out=in1+in2;  
1:out=in1-in2;  
2:out=in1&in2;  
3:out=in1|in2;  
4:out=in1<<in2;  
5:out=in1>>in2;  
6:out=(in1<in2)?1:0;  
endcase
end
endmodule
```
==> impl_metrics.tcl <==
# implementation run metrics
set metrics [dict create \
    edf_count 0 \
    hold_end "zeroflag" \
    max_freq_ghz 0.409 \
    worst_setup_path_end_kind "primary output" \
    layout_min_cycle_time_ns 2.45 \
    dr.pass1.iters 5 \
    worst_slack_ns -0.347 \
    largest_reg_flops 32 \
    ys_types 95 \
    slew_viol_final 0 \
    io_buffer_count 100 \
    layout_top_cell "buf_4" \
    whs_ns 1.57 \
    untimed_endpoints 64 \
    slowest_stage "or4_4" \
    path_cells "buf_8, inv_8, ha_4, or4_4, nor2_4, nand3_4, nor4_4, buf_4, clkbuf_2" \
    drc 0 \
    criticalPathCategory "in -> out" \
    die_area_um2 24900 \
    grt_overflow_total 0 \
    hold_start "in2[0]" \
    grt_pass1_vias 10900 \
    drive_gt1_share_pct 23.5 \
    grt_start_max_net_pins 68 \
    flop_cell "dlxtn_1" \
    start_kind "input port" \
    power.density_nw_per_um2 244 \
    cp_num_buf_inv 4 \
    core.rowCount 56 \
    io_pins 101 \
    setup_viol 1 \
    place_congestion 1.02 \
    yosys-stat-cells 1382 \
    timing.max_cap.violations 0 \
    cp_max_fo 2 \
    tool_warnings 99 \
    yosys_area_um2 9710 \
    grt_pass1_wl_um 68500 \
    hold_viol_final 0 \
    grt_usage_pct 38.0 \
    crit_family "simple AND/OR/NAND/NOR gates" \
    die_h_um 158 \
    syn_inst 1382 \
    cp.required_ns 1.68 \
    netlist_area_um2 9710 \
    total_power_uw 3000 \
    dp_hpwl_um 36700 \
    ir_worst_vdd_v 0.000155 \
    antennaDiodeCount 0 \
    rsz0062_at_grt "true" \
    core_um2 23600 \
    vias 11600 \
    unclocked_regs 32 \
    leakagePower_uw 0.00521 \
    final_cell_mix "buf_4 (172), a21oi_1 (144), nor2_1 (136)" \
    drt_iter0_markers 1218 \
    max_slew_margin_pct 39.5 \
    cts-hold-fix-buffers 0 \
    status "complete, but fails checks" \
    syn2layout_area_growth_pct 26.4 \
    worst_path_largest_cell_delay_ns 0.55 \
    ys.flops 32 \
    ys_async_sr_fraction_pct 0 \
    grt_antenna_before_repair 1 \
    syn_area_per_cell_um2 7.03 \
    wl_um 45900 \
    viasPerCell 6.22 \
    fp_util_pct 41.1 \
    hold_path_depth 8 \
    drtAntennaViolNets 0 \
    arrival_ns 2.03 \
    violations "negative setup slack" \
    worst_pin_slew_ns 0.905 \
    wire_per_inst_um 24.7 \
    final.period_utilization_pct 117 \
    fill_cells 2368 \
    hold_class "in -> out" \
    die_w_um 158 \
    synth_warnings 1 \
]
synth_stat cells, types with 12 or more instances:
cell type / instances / area share [%]
a211oi_1: 21 / 1.6
a21o_1: 12 / 0.93
a21oi_1: 144 / 7.4
a221oi_1: 16 / 1.4
a22oi_1: 12 / 0.93
and3_1: 13 / 0.84
buf_1: 12 / 0.46
buf_2: 33 / 1.7
clkbuf_1: 53 / 2.0
dlxtn_1: 32 / 4.9
ha_1: 96 / 12
inv_1: 97 / 3.7
mux2i_1: 62 / 6.4
mux4_2: 38 / 8.8
nand2_1: 119 / 4.6
nand3_1: 18 / 0.93
nor2_1: 140 / 5.4
nor3_1: 42 / 2.2
nor4_1: 22 / 1.4
o211ai_1: 18 / 1.4
o21a_1: 13 / 1.0
o21ai_0: 89 / 4.6
o21ai_1: 22 / 1.1
o21bai_1: 12 / 0.93
o31ai_1: 13 / 1.0
xnor2_1: 24 / 2.2
layer usage:
| layer | vias to the layer above | track usage (%) | wire length [um] |
|---|---|---|---|
| li1 | 5408 | - | - |
| met3 | 82 | 6.86 | 3660 |
| met4 | 0 | 15.3 | 2120 |
| met1 | 5490 | 52.7 | 19700 |
| met2 | 582 | 58.7 | 20400 |
| met5 | - | 1.04 | 0 |
cell families (layout without fill, tap and decap cells):
logic type | count (synthesis) | count (layout) | synth area share (%)
xor gates and xnor gates | 25 | 25 | 2.25
latches | 32 | 32 | 4.95
AOI/OAI and AO/OA | 487 | 487 | 33.9
adders and majority gates | 98 | 98 | 12.8
muxes | 111 | 111 | 16.6
buffers and inverters | 215 | 372 | 9.83
and+or+nand+nor | 414 | 414 | 19.6
power breakdown:
| group | total [uW] | switching (uW) | internal [uW] | leakage (uW) |
|---|---|---|---|---|
| Sequential | 51.6 | 2.95 | 48.7 | 0.000255 |
| Clock | 0 | 0 | 0 | 0 |
| Combinational | 2950 | 1720 | 1230 | 0.00495 |
| Total | 3000 | 1720 | 1280 | 0.00521 |
worst max path at each step:
stage / startpoint / to / slack [ns] / cells past startpoint
6_report: in1[19] / zeroflag / -0.35 / 9
4_1_cts: in1[30] / zeroflag / -0.77 / 9
5_1_grt: in1[19] / zeroflag / -0.43 / 9
area by class of cell:
cell class | instances | area [um2] | area share, %
repair buffers | 270 | 2250 | 18.4
well taps | 319 | 399 | 3.25
inverters | 102 | 404 | 3.29
multi-input cells | 1135 | 8740 | 71.2
flip-flops and latches | 32 | 480 | 3.91
per-stage QoR:
step	worst slack, ns	area [um2]	utilization, %	std cells	TNS (ns)
finish	-0.347	12300	52.0	1858	-0.347
floorplan	0.0000708	9790	-	1382	0
global placement	-1.36	11800	49.8	1851	-1.36
CTS	-0.771	12100	51.4	1856	-0.771
detailed placement	-1.36	11800	49.8	1851	-1.36
global route	-0.426	12300	52.0	1858	-0.426
timing repair:
action	4_1_cts	5_1_grt
setup endpoints to repair	1	1
pin swaps	20	14
gates resized	111	61
buffers inserted	5	2
Power is estimated from default activity; no workload was simulated.
