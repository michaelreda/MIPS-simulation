==> /design/flow/design.v <==
module MUX_3x1(clk,out, in1 , in2, in3, select);
input [31:0] in1, in2, in3;
  input [1:0] select;
  output [31:0]out;
  reg [31:0]out;
  input clk;
  always @(*)
    begin
      case(select)
          2'b00: out <= in1;
          2'b01: out <= in2;
	      2'b10: out <= in3;
	      2'b11: out <= 32'bz;
      endcase
    end
 endmodule
==> /design/flow/run.sh <==
#!/bin/bash
# OpenROAD 26Q1-2900-gdf79404cd8, Yosys 0.63+post, stock flow scripts
make -C /OpenROAD-flow-scripts/flow DESIGN_CONFIG=/design/flow/config.mk WORK_HOME=/design/flow/orfs finish
==> /design/flow/config.mk <==
export PLATFORM = sky130hd
export DESIGN_NAME = MUX_3x1
export DESIGN_NICKNAME = MUX_3x1
export VERILOG_FILES = /design/flow/design.v
export SDC_FILE = /design/flow/constraint.sdc
export NUM_CORES = 4
export LEC_CHECK = 1
export CORE_AREA = 10 10 71 71
export DIE_AREA = 0 0 81 81
==> /design/flow/constraint.sdc <==
current_design MUX_3x1

set clk_period 3.9
set clk_io_pct 0.2

create_clock -name clk0 -period $clk_period

set non_clock_inputs [all_inputs -no_clocks]
set_input_delay [expr $clk_period * $clk_io_pct] -clock clk0 $non_clock_inputs
set_output_delay [expr $clk_period * $clk_io_pct] -clock clk0 [all_outputs]
==> results.py <==
# Generated from Yosys and OpenROAD reports
metrics = {
    "critical_path": {
        "worstSetupEndpointType": "output port",
        "cpPeakStageDelay_ns": 0.50,
        "crit_top_cell": "clkdlybuf4s50_1",
        "cp_num_buf_inv": 3,
        "cp.required_ns": 3.12,
        "crit_fanout": 18,
        "start_kind": "input pin",
        "crit_slowest_cell": "clkdlybuf4s50_1",
        "worstSetupPathType": "in2out",
        "arrival_ns": 2.67,
        "path_delay_family": "buffers and inverters",
        "cp_cell_sequence": "clkdlybuf4s50_1 > ha_2 > buf_4 > a22oi_1 > o21ai_0 > clkdlybuf4s50_1",
    },
    "detailed_routing": {
        "wl_um": 4360,
        "n_antenna_cell": 0,
        "viasPerCell": 4.55,
        "wl_per_cell_um": 15.3,
        "first_pass_iters": 4,
        "detail-route-antenna-nets": 0,
        "drc": 0,
        "drt-initial-drc-count": 68,
        "vias": 1291,
    },
    "yosys": {
        "yosysWarnings": 2,
        "yosys-stat-area_um2": 637,
        "avgSynthCellArea_um2": 5.64,
        "top_area_cell": "a22oi_1",
        "synthTopCellsByCount": "a22oi_1, nand2_1, o21ai_1",
        "ys_types": 8,
        "synth_top_area_share_pct": 37.7,
        "ys_seq_share_pct": 0,
        "synth_cells": 113,
        "topCellsByArea": "a22oi_1, o21ai_1, nand2_1",
        "yosys_cells": 113,
        "netlist_area_um2": 637,
    },
    "grt": {
        "grt-ovfl-total": 0,
        "grt_max_degree": 49,
        "antenna_found_initial": 0,
        "grt_usage_pct": 12.1,
        "grt_pass1_wl_um": 6480,
        "grt_pass1_vias": 1272,
    },
    "floorplan": {
        "rows": 22,
        "die_w_um": 81,
        "dieHeight_um": 81,
        "fp_util_pct": 17.5,
        "die_area_um2": 6560,
        "core_um2": 3630,
        "io_pins": 131,
    },
    "timing": {
        "timing.final.max_slew_violations": 0,
        "fmax_mhz": 290,
        "finalClockPeriodUsage_pct": 88.4,
        "setup_ws_ns": 0.452,
        "hold_viol": 0,
        "finalSetupTns_ns": 0,
        "rsz0062_at_grt": "no",
        "fin_crit_ns": 3.45,
        "worst_pin_slew_ns": 0.422,
        "slew_headroom_pct": 71.9,
        "setup_viol": 0,
    },
    "flow_run": {
        "maxCapViolCount": 0,
        "openroad.warnings": 34,
    },
    "run_status": {
        "status": "complete, no violations",
    },
    "place": {
        "pre_cts_slack_ns": 0.444,
        "place.gp.congestion": 0.810,
        "dp_hpwl_um": 3750,
        "portBuffers": 130,
    },
    "clocking": {
        "post_cts_buffers": 0,
        "cts_resized": 0,
        "postCtsHoldBufs": 0,
    },
    "final_layout": {
        "syn2layout_area_growth_pct": 212,
        "seqCellArea_um2": 0,
        "drive_gt1_share_pct": 2.97,
        "clock_buffers": 0,
        "ff_count": 0,
        "final_util_pct": 54.7,
    },
    "power": {
        "p_leak_nw": 0.734,
        "vdd_drop_max_mv": 0.0673,
        "cellPowerDensity_nw_per_um2": 125,
    },
    "hold_path": {
        "hold_path_class": "in2out",
    },
}
==> cells in the final DEF, fill, tap and decap left out <==
cell             count
inv_1                2
buf_12               2
o21ai_0              2
buf_4                4
clkdlybuf4s50_1    130
a22oi_1             32
ha_1                 1
o21ai_1             30
ha_2                 1
nand2_1             32
==> power breakdown <==
group,total [mW],leakage (nW),switching [mW],internal [mW]
sequential,0,0,0,0
combinational,0.249,0.734,0.0700,0.179
clock,0,0,0,0
==> worst paths after layout <==
check | start | end | slack [ns] | cells after the start
max | select[1] | out[31] | 0.45 | 6
min | in1[12] | out[12] | 2.46 | 4
==> logic make-up (layout without fill, tap and decap cells) <==
group,count (synthesis),after routing,synth area share (%)
compound gates,64,64,62.9
simple gates,32,32,18.9
buf+inv,15,138,14.3
fa+ha+maj,2,2,3.93
==> through the flow <==
step,hold slack [ns],cell area (um^2),instances,power (mW)
after floorplan,1.62,637,113,0.0647
after CTS,2.47,1990,284,0.254
after detailed placement,2.47,1990,284,0.253
after global placement,2.47,1990,284,0.250
final,2.46,1990,284,0.249
after global routing,2.49,1990,284,0.272
==> area by class of cell <==
class,count,area [um^2]
Multi-Input combinational cell,98,548
Inverter,2,7.51
Fill cell,326,1650
Timing Repair Buffer,136,1370
Tap cell,48,60.1
==> routing by layer <==
metal	vias to the layer above	share of wire (%)	GRT usage, %	wire [um]
li1	667	-	-	-
met4	0	0	0	0
met5	-	0	0	0
met3	0	11	4.34	475
met1	555	41	15.0	1770
met2	69	49	20.9	2110
==> worst min-delay path, stage by stage <==
cell and delay (ns):
clkdlybuf4s50_1 0.40, nand2_1 0.06, o21ai_1 0.05, clkdlybuf4s50_1 0.40
No activity file was given, so power comes from the tool's default toggle rates.
